<file path="flow/run.sh">
#!/bin/bash
# OpenROAD 26Q1-2900-gdf79404cd8, Yosys 0.63+post, stock flow scripts
make -C /OpenROAD-flow-scripts/flow DESIGN_CONFIG=/design/flow/config.mk WORK_HOME=/design/flow/orfs finish
</file>
<file path="flow/design.v">
module ssd_encode(in, abcdefg);
  parameter zero = 7'b0000001, one = 7'b1001111, two = 7'b0010010;
  parameter thr = 7'b0000110, four = 7'b1001100, five = 7'b0100100;
  parameter six = 7'b0100000, svn = 7'b0001111, eght = 7'b0000000;
  parameter nine = 7'b0000100, A = 7'b0001000, B = 7'b1100000;
  parameter C = 7'b0110001, D = 7'b1000010, E = 7'b0110000, F = 7'b0111000;
  input [3:0] in;
  output reg [6:0] abcdefg;
  always@*
    begin
        case (in)
          4'b0: abcdefg = zero;
          4'b1: abcdefg = one;
          4'b10: abcdefg = two;
          4'b11: abcdefg = thr;
          4'b100: abcdefg = four;
          4'b101: abcdefg = five;
          4'b110: abcdefg = six;
          4'b111: abcdefg = svn;
          4'b1000: abcdefg = eght;
          4'b1001: abcdefg = nine;
          4'b1010: abcdefg = A;
          4'b1011: abcdefg = B;
          4'b1100: abcdefg = C;
          4'b1101: abcdefg = D;
          4'b1110: abcdefg = E;
          4'b1111: abcdefg = F;
        endcase
    end
endmodule  
module ssdController4(clk, rst, mode, digit3, digit2, digit1, digit0, seg, an);
  input clk, rst;
  input [3:0] mode;  
  input [3:0] digit0, digit1, digit2, digit3;
  output [6:0] seg;
  wire a, b, c, d, e, f, g;
  output reg [3:0] an;
  reg [1:0] state;  
  wire stateClk;  
  reg [15:0] counter;  
  wire [3:0] encode_in;
  wire [6:0] abcdefg;
  reg [3:0] digit[3:0];
  assign seg = {g, f, e, d, c, b, a};
  assign stateClk = counter[15];  
  always@(posedge stateClk or posedge rst)  
    begin
      if(rst)
        state <= 2'b0;
      else
        state <= state + 2'b1;
    end
  always@(posedge clk or posedge rst)  
    begin
      if(rst)
        counter <= 16'b0;
      else
        counter <= counter + 16'b1;
    end
  always@*  
    begin
        case(state)
          2'd0: an = 4'b1110;
          2'd1: an = 4'b1101;
          2'd2: an = 4'b1011;
          2'd3: an = 4'b0111;
        endcase
    end
  always@*  
    begin
      digit[0] = digit0;
      digit[1] = digit1;
      digit[2] = digit2;
      digit[3] = digit3;
    end
  assign {a,b,c,d,e,f,g} = (mode[state]) ? abcdefg : 7'b1111111;
  assign encode_in = digit[state];
  ssd_encode encoder(encode_in, abcdefg);
endmodule  
module ssdController2(clk, rst, mode, digit1, digit0, seg, an);
  input clk, rst;
  input [1:0] mode;  
  input [3:0] digit0, digit1;
  wire a, b, c, d, e, f, g;
  output reg [1:0] an;
  output [6:0] seg;
  reg state;  
  wire stateClk;  
  reg [15:0] counter;  
  wire [3:0] encode_in;
  wire [6:0] abcdefg;
  reg [3:0] digit[1:0];
  assign seg = {g, f, e, d, c, b, a};
  assign stateClk = counter[15];  
  always@(posedge stateClk or posedge rst)  
    begin
      if(rst)
        state <= 1'b0;
      else
        state <= ~state;
    end
  always@(posedge clk or posedge rst)  
    begin
      if(rst)
        counter <= 16'b0;
      else
        counter <= counter + 16'b1;
    end
  always@*  
    begin
        case(state)
          1'b0: an = 4'b10;
          1'b1: an = 2'b01;
        endcase
    end
  always@*  
    begin
      digit[0] = digit0;
      digit[1] = digit1;
    end
  assign {a,b,c,d,e,f,g} = (mode[state]) ? abcdefg : 7'b1111111;
  assign encode_in = digit[state];
  ssd_encode encoder(encode_in, abcdefg);
endmodule  
</file>
<file path="flow/config.mk">
export PLATFORM = sky130hd
export DESIGN_NAME = ssdController2
export DESIGN_NICKNAME = ssdController2
export VERILOG_FILES = /design/flow/design.v
export SDC_FILE = /design/flow/constraint.sdc
export NUM_CORES = 4
export LEC_CHECK = 1
export CORE_AREA = 10 10 107 107
export DIE_AREA = 0 0 117 117
</file>
<file path="flow/constraint.sdc">
current_design ssdController2

set clk_period 2.3
set clk_io_pct 0.2

create_clock -name clk0 -period $clk_period [get_ports {clk}]

set non_clock_inputs [all_inputs -no_clocks]
set_input_delay [expr $clk_period * $clk_io_pct] -clock clk0 $non_clock_inputs
set_output_delay [expr $clk_period * $clk_io_pct] -clock clk0 [all_outputs]
</file>
==> results.sh <==
# source this file to load flow results
export IMPL_status="finished clean"
export IMPL_tightest_slew_ns=0.674
export IMPL_post_route_period_util_pct=96.5
export IMPL_drive_gt1_share_pct=29.6
export IMPL_min_period_ns=2.22
export IMPL_rr_worst_depth=3
export IMPL_cts_reportedPaths_clkPinSlew_ns=0.06
export IMPL_hpwl_um=1780
export IMPL_ys_types=25
export IMPL_syn_inst=108
export IMPL_fp_dieW_um=117
export IMPL_die_y_um=117
export IMPL_synthAoiAreaFrac_pct=6.26
export IMPL_max_freq_mhz=450
export IMPL_min_path_cells=1
export IMPL_grt_max_degree=18
export IMPL_diodes=0
export IMPL_synth_xor_xnor_area_share_pct=11.5
export IMPL_place_ws_ns=-0.598
export IMPL_clock_path_buffers=2
export IMPL_setup_slack_ns=0.0800
export IMPL_irDropWorstVdd_uv=188
export IMPL_grt_setup_unrepaired="false"
export IMPL_ys_ff=17
export IMPL_ff_latch_area_um2=425
export IMPL_port_buffer_count=20
export IMPL_slew_headroom_pct=55.1
export IMPL_clock_latency_ns=0.25
export IMPL_ys_sh_adder_pct=7.68
export IMPL_h_tree_depth=1
export IMPL_unclocked_pins=1
export IMPL_holdWs_ns=0.446
export IMPL_criticalPathCategory="in -> out"
export IMPL_hold_violations=0
export IMPL_netlist_area_leader_share_pct=37.3
export IMPL_drtIter0Drc=24
export IMPL_warnings=30
export IMPL_skew_ns=0.00199
export IMPL_ant_nets=0
export IMPL_grt_pass1_wl_um=4200
export IMPL_place_congestion=0.785
export IMPL_syn_area_per_cell_um2=10.6
export IMPL_mux_share_pct=14.1
export IMPL_fp_util_pct=12.4
export IMPL_leakage_nw=0.709
export IMPL_top_logic_kind="multiplexers"
export IMPL_cts_tree="yes"
export IMPL_grt_overflow=0
export IMPL_mostFrequentLayoutCells="buf_4 (18), dfrtp_1 (17), xor2_1 (11), dlygate4sd2_1 (10), nand2_1 (7)"
export IMPL_fillers=1005
export IMPL_wirelength_um=2440
export IMPL_arrival_ns=1.76
export IMPL_hold_class="reg -> reg"
export IMPL_dieArea_um2=13700
export IMPL_drv_cap=0
export IMPL_routedWlPerCell_um=9.66
export IMPL_syn2layout_area_growth_pct=44.6
export IMPL_yosys_area_um2=1140
export IMPL_grt_usage_pct=3.68
export IMPL_antenna_found_initial=0
export IMPL_setup_violations=0
export IMPL_lay_top_count="buf_4"
export IMPL_firstDrtPassIters=4
export IMPL_yosys_area_top_type="dfrtp_1"
export IMPL_ys_seq_share_pct=37.3
export IMPL_via_count=890
export IMPL_simple_gate_area_share_pct=13.9
export IMPL_cts_made_buffers=3
export IMPL_rows=35
export IMPL_topCellsByArea="dfrtp_1 (37%), xor2_1 (8.5%), ha_1 (7.7%)"
export IMPL_ys_cells=108
export IMPL_cp_max_fo=4
export IMPL_cp_required_ns=1.84
export IMPL_drc=0
export IMPL_viasPerCell=3.52
export IMPL_untimed_endpoints=3
export IMPL_logic_area_um2=683
export IMPL_cp_end_kind="primary output"
export IMPL_grt_pass1_vias=883
export IMPL_power_density_nw_per_um2=392
export IMPL_syn_area_um2=1140
export IMPL_core_um2=9200
export IMPL_startpoint_type="input port"
export IMPL_ys_warn_count=3
export IMPL_cts_hold_buf=0
export IMPL_report_final_slew_viol_count=0
export IMPL_root_buffer="clkbuf_8"
export IMPL_io_pins=21
[cells by family (layout without fill, tap and decap cells)]
logic type                 Yosys count  count (layout)
and+or+nand+nor                     31              31
DFF                                 17              17
buffers and inverters               17              50
xor gates and xnor gates            15              15
muxes                               12              13
AOI/OAI and AO/OA                    9               9
adders and majority gates            7               7
[report_power, final]
| group | internal, mW | switching, mW | total, mW |
|---|---|---|---|
| combinational | 0.0678 | 0.0528 | 0.121 |
| clock | 0.152 | 0.0929 | 0.245 |
| sequential | 0.281 | 0 | 0.281 |
| total | 0.501 | 0.146 | 0.647 |
[layer usage]
metal  track usage (%)  part of all wire [%]  up-vias
met5                 0                     0        -
met4            0.0824                     0        0
met3              1.65                   7.2        0
met2              5.32                    40       22
met1              5.22                    53      420
li1                  -                     -      448
[sequential cells by signal (all words and copies together), names as in the netlist]
register,count
counter,16
state,1
[area by class of cell]
cell class	instances	share of cell area, %
Multi-Input combinational cell	75	41.5
Sequential cell	17	25.8
Timing Repair Buffer	39	19.4
Tap cell	111	8.43
Clock buffer	4	3.34
Inverter	7	1.59
[Yosys cell counts (all sizes together)]
library cell	count
mux2	2
o311ai	1
inv	7
a31oi	1
dfrtp	17
a32oi	1
ha	7
o221ai	2
nor4	5
xor2	11
xnor2	4
nand4	3
mux2i	10
nor3	3
nand3	6
nand2	7
a221o	1
nor4b	1
o21ai	1
a211oi	2
buf	10
nor2	6
[metrics by stage]
stage                     instance area [µm²]  utilization (%)  total power, mW  setup TNS [ns]  std cells
after global placement                   1480             16.0            0.397           -3.68        239
after global routing                     1650             17.9            0.681               0        253
final                                    1650             17.9            0.647               0        253
after floorplan                          1140                -            0.345               0        108
after detailed placement                 1480             16.0            0.397           -3.59        239
after CTS                                1640             17.8            0.651               0        253
[worst max-delay path, stage by stage]
cell,delay (ns)
dlygate4sd2_1,0.25
mux2i_4,0.21
buf_4,0.15
ha_1,0.22
a31oi_1,0.12
o21ai_1,0.09
dlygate4sd2_1,0.25
[final timing paths]
kind,startpoint,end,slack (ns)
worst max-delay path,digit0[1],seg[1],0.08
worst min-delay path,counter[0],counter[0],0.45
min in group asynchronous,rst,counter[13],0.60
worst max register to register,counter[2],counter[15],0.95
max in group asynchronous,rst,counter[3],1.30
worst min register to register,counter[0],counter[0],0.45
[repair_timing]
action / CTS / global route
resized: 30 / 9
pin swaps: 3 / 4
setup buffers: 9 / 1
gates cloned: 1 / 0
endpoints found under the setup margin: 7 / 6
Power figures rest on the tool's default switching activity, not on a simulated workload.
