==> design/flow/design.v <==
module gaincontroller (
    input clk,
    input [7:0] input_signal,
    output reg [7:0] output_signal,
    output reg vsync,
    output reg hsync
);
reg [5:0] i = 6'd0;
reg [5:0] j = 6'd0;
wire [7:0] multiplied_input;
always @(posedge clk) begin
    if (i >= 32) begin
        i <= 0;
        j <= j+1;
        vsync <= 1;
        if (j >= 32) begin
           j <= 0;
           hsync <= 1;
        end 
        else begin
           hsync <= 0;
        end
    end else begin
        i <= i + 1;
        vsync <= 0;
    end
    if (input_signal + ((16-i)*(16-i)+(16-j)*(16-j))/10 > 255) begin
        output_signal <= 255;
    end 
    else begin
        output_signal <= input_signal  + ((16-i)*(16-i)+(16-j)*(16-j))/10;
    end
end
endmodule
==> design/flow/run.sh <==
#!/bin/bash
# OpenROAD 26Q1-2900-gdf79404cd8, Yosys 0.63+post, stock flow scripts
make -C /OpenROAD-flow-scripts/flow DESIGN_CONFIG=/design/flow/config.mk WORK_HOME=/design/flow/orfs finish
==> design/flow/config.mk <==
export PLATFORM = sky130hd
export DESIGN_NAME = gaincontroller
export DESIGN_NICKNAME = gaincontroller
export VERILOG_FILES = /design/flow/design.v
export SDC_FILE = /design/flow/constraint.sdc
export NUM_CORES = 4
export LEC_CHECK = 1
export CORE_UTILIZATION = 30
==> design/flow/constraint.sdc <==
current_design gaincontroller

set clk_period 24.5
set clk_io_pct 0.2

create_clock -name clk0 -period $clk_period [get_ports {clk}]

set non_clock_inputs [all_inputs -no_clocks]
set_input_delay [expr $clk_period * $clk_io_pct] -clock clk0 $non_clock_inputs
set_output_delay [expr $clk_period * $clk_io_pct] -clock clk0 [all_outputs]
==> run notes <==
This note records the results obtained with Yosys and OpenROAD.

Run status
The flow ran to the end, and the final reports show no timing, DRC or antenna violations.

Setup path
Per the timing report, the biggest fanout along the worst path comes to 12. The category of cells accounting for the largest share of critical-path delay is adder cells. Counting stages on the worst path, the most repeated cell is fa_1. The critical path is of the reg2reg type.

The arrival time at the worst endpoint is 13.68 ns. The type of destination of the critical path is a flip-flop. The start of the worst register-to-register path is j[0]. The type of element launching the critical path is a flip-flop. The endpoint required time on the critical path is 24.64 ns. In this design, the stage delay of the slowest critical-path cell is around 0.70 ns. The slowest stage of the critical path is the a21oi_1 cell. The number of cells traversed by the worst register-to-register path is 50.

According to the timing report, the critical path is launched from j[0]. The slack of the worst reg-to-reg path is 10.96 ns. The script reports the combined buffer and inverter count of the critical path as 8.

The worst register-to-register path ends at output_signal[6].

Power
The power density relative to cell area is 11.6 nW/um^2. The sequential power share is 47.6%. Of the total power, the share spent switching nets is 17.5%. The leakage power in the latest report is 3.04 nW. The power report attributes to the combinational group a share of 5.8%.

The script extracted a net switching power of 14.1 uW. The highest supply drop recorded on VDD is 16.6 uV. Internal power comes to between 60 and 70 uW. Per report_power, the clock group accounts for 46.6% of the total.

Detailed routing
The number of antenna repair diodes is 0. Per the detail_route report, routed wire per instance is 12.1 um. The length of the first detailed-routing pass in iterations is 5.

The total wire length is between 10000 and 15000 um. The violation count after the first detailed-route iteration is about 300. Detailed routing inserted a total of around 5.0k vias.

The number of vias per cell is between 4 and 5. TritonRoute reported its final design rule violation total as 0. Per the post-route antenna check, the number of violating nets is 0.

Floorplan
The initial utilization of the core area, before any placement, comes to 30.6%. From bottom edge to top edge, the die measures ~150 um. The floorplan step defined a die boundary enclosing about 22000 sq um.

The placeable core region is 21000 sq um. The floorplan report gives the top-level pin count as 19. The die is ~150 um wide. The number of core rows is about 53.

Timing
Counting endpoints that fail hold in the final report gives 0. Looking at the max-slew report, the worst-margin pin has a slew of 0.938 ns. Setup total negative slack on the finished layout was measured at 0 ns. The worst path uses 55.3% of the clock period. Max-slew check failures listed in the final report amount to 0.

The worst pin sits at a relative slew slack of 37.0%. The post-route clock skew is 0.00261 ns. The final hold slack is 0.532 ns. The worst path in the final design needs a cycle of 13.54 ns, including I/O delays and setup. Setup repair after global routing left no endpoint under its margin.

Derived from the worst setup path, the maximum achievable clock frequency is 73.9 MHz. The final count of negative-setup-slack endpoints is 0.

Place
After its last routability iteration, the placer logged a weighted congestion of 0.912. Port buffering added 18 buffers. The detailed placer reported the number of placed instances as 1020. The post-placement cell area is 6870 sq um. The half-perimeter wire length of the detailed placement result is 10700 um.

Clock network
The clock tree from TritonCTS is yes. The clock buffer count from CTS is 3. After clock tree synthesis, the repair step resized 0 gates.

The number of hold buffers added after CTS was 0. The post-CTS setup buffer count is 0. The clock-pin slew reported for the worst setup and hold paths after clock tree synthesis is 0.06 ns. In this run the clock root is driven by a clkbuf_16.

The source-to-sink clock delay at the later pin of the worst-skew pair is 0.26 ns. The clock sink count is 22. CTS built an H-tree with a depth of 1.

Counting along the longest clock path gives a buffer depth of 2.

Finish
The area of all placed cells without fillers is approximately 7000 sq um. The register cell area after layout is 510 sq um. Leaving out buffers and inverters, the combinational logic in the layout accounts for 5250 sq um.

The count of placed standard cells in the final layout, fillers left out is approximately 1.0k. After filler insertion, the fill cell instance count of the layout stands at 2209. Per the final layout report, the fraction of cells sized above drive strength 1 comes to 5.87%. The signed area change from the synthesized netlist to the final layout is 8.57%.

Global routing
Entering global routing, the biggest net connects 19 pins. The total overflow left after global routing is 0. The overall fraction of global-route tracks in use is 12.5%.

The first global-routing pass estimated between 20000 and 25000 um of wire. The initial antenna violation count is 0. The via count of the first global-routing pass is 4885.

Synth
The main area contributors are fa_1 27%, ha_1 12%, inv_1 8.1%. Counting flops with a built-in enable in the synthesized netlist gives 7. The post-synthesis cell type count is roughly 84. The prevailing post-synth register cell is dfxtp_1. The top cell type by instance count after synthesis is inv_1. The share of Yosys cell area claimed by the top area cell type is approximately 27%. The sequential fraction of the synthesis area is 7.97%. The count of synthesis-stage warnings from yosys is 1. The synthesized design contains 22 register bits. The stat command in Yosys gives a chip area of 6410 sq um. The cell area after synthesis is ~6400 sq um.

After technology mapping, the gate count stands at around 740. The synthesized netlist was found by Yosys to have 744 cells. By count the netlist is led by 139 x inv_1, 87 x fa_1, 61 x ha_1. Sorting the Yosys area breakdown by cell type puts at the top fa_1. Averaged over all synthesized cells, the footprint is approximately 8.6 sq um. The async set-reset flop share out of synthesis is 0%.

Run
In this run the tools logged warnings totalling 34. The number of max-cap violations is 0.

Hold path
The start point of the worst min-delay path is i[0]. The capture endpoint of the worst hold path is i[0]. The cell depth of the worst hold path is 1. The path class of the lowest-slack min-delay path is reg2reg.
==> worst register-to-register path, delay by kind of cell (launching register included) <==
| kind | cells | cell delay [ns] |
|---|---|---|
| xor gates and xnor gates | 3 | 1.08 |
| and+or+nand+nor | 10 | 2.28 |
| DFF | 1 | 0.51 |
| adders and majority gates | 10 | 4.57 |
| AOI/OAI and AO/OA | 17 | 3.69 |
| muxes | 2 | 0.35 |
| buffers and inverters | 8 | 0.93 |
==> stage by stage <==
step                      total power, mW  setup WS [ns]  utilization [%]
after floorplan                    0.0406          12.19                -
after global placement             0.0439          11.14             32.8
after detailed placement           0.0439          10.92             32.8
after CTS                          0.0819          10.90             33.2
after global routing               0.0832           9.73             33.2
final                              0.0806          10.96             33.2
==> layout by cell type, fill, tap and decap left out, drive strengths merged, types with 11 or more instances in the layout <==
master and n:
and2 22, o211ai 11, xor2 19, a21oi 28
o21ai 23, nand2 47, xnor2 37, ha 61
nand3 21, inv 139, nor2 46, clkdlybuf4s50 18
a21o 13, dfxtp 15, fa 87, nor3 18
==> cells by family (layout without fill, tap and decap cells) <==
family / count (synthesis) / after routing / synth area share [%]
and+or+nand+nor: 196 / 196 / 15.4
buffers and inverters: 165 / 170 / 10.1
adders and majority gates: 148 / 148 / 39.1
AOI/OAI and AO/OA: 146 / 146 / 17.7
xor gates and xnor gates: 56 / 56 / 8.06
DFF: 22 / 22 / 7.97
muxes: 11 / 11 / 1.76
==> layer usage <==
metal / global-route usage (%) / share of wire, % / up-vias
li1: - / - / 2504
met2: 20.4 / 45 / 108
met3: 2.22 / 5.5 / 11
met5: 0 / 0 / -
met4: 0.979 / 1.0 / 0
met1: 18.6 / 48 / 2350
==> how the worst max path moves through the flow <==
stage	cells past startpoint	end	slack [ns]
CTS	50	output_signal[6]	10.90
global route	50	output_signal[2]	9.73
finish	50	output_signal[6]	10.96
==> state kept, by name (all words and copies together) (netlist names) <==
signal,flops
i,6
output_signal,8
vsync,1
hsync,1
j,6
==> cell type report <==
| class | instances | area share (%) |
|---|---|---|
| Sequential cell | 22 | 7.34 |
| Clock buffer | 4 | 1.28 |
| Multi-Input combinational cell | 557 | 75.5 |
| Tap cell | 275 | 4.95 |
| Timing Repair Buffer | 25 | 3.35 |
| Inverter | 141 | 7.61 |
==> power groups by stage <==
stage	clock, mW	combinational (mW)	sequential, mW
5_1_grt	0.0395	0.00529	0.0384
4_1_cts	0.0388	0.00477	0.0384
6_report	0.0375	0.00466	0.0384
Power is estimated from default activity; no workload was simulated.
